$ cat design/flow/run.sh
#!/bin/bash
# OpenROAD 26Q1-2900-gdf79404cd8, Yosys 0.63+post, stock flow scripts
make -C /OpenROAD-flow-scripts/flow DESIGN_CONFIG=/design/flow/config.mk WORK_HOME=/design/flow/orfs finish
$ cat design/flow/config.mk
export PLATFORM = sky130hd
export DESIGN_NAME = mult
export DESIGN_NICKNAME = mult
export VERILOG_FILES = /design/flow/design.v
export SDC_FILE = /design/flow/constraint.sdc
export NUM_CORES = 4
export LEC_CHECK = 1
export CORE_UTILIZATION = 40
$ cat design/flow/constraint.sdc
current_design mult

set clk_period 25.6
set clk_io_pct 0.2

create_clock -name clk0 -period $clk_period

set non_clock_inputs [all_inputs -no_clocks]
set_input_delay [expr $clk_period * $clk_io_pct] -clock clk0 $non_clock_inputs
set_output_delay [expr $clk_period * $clk_io_pct] -clock clk0 [all_outputs]
$ cat design/flow/design.v
`timescale 1ns/10ps
module my_nor(y, a, b);
  output y;
  input a, b;
  wire y;
  nor (y,a,b);
endmodule
module my_and(y, a, b);
  output y;
  input a, b;
  wire r1,r2;
  my_nor n1(r1,a,a);
  my_nor n2(r2,b,b);
  my_nor n3(y,r1,r2);
endmodule
module my_and3(y, a, b, c);
  output y;
  input a, b, c;
  wire r1,y;
  my_and a1(r1,a,b);
  my_and a2(y,r1,c);
endmodule
module my_and4(y, a, b, c, d);
  output y;
  input a, b, c, d;
  wire r1,r2,y;
  my_and a1(r1,a,b);
  my_and a2(r2,c,d);
  my_and a3(y,r1,r2);
endmodule
module my_or(y, a, b);
  output y;
  input a, b;
  wire y,r1;
  my_nor n1(r1,a,b);
  my_nor n2(y,r1,r1);
endmodule
module my_or3(y, a, b, c);
  output y;
  input a, b, c;
  wire y,r1;
  my_or o1(r1,a,b);
  my_or o2(y,c,r1);
endmodule
module my_or4(y, a, b, c, d);
  output y;
  input a, b, c, d;
  wire r1,r2,y;
  my_or o1(r1,a,b);
  my_or o2(r2,c,d);
  my_or o3(y,r1,r2);
endmodule
module my_xor(y, a, b);
  output y;
  input a, b;
  wire r1,r2,r3,r4,y;
  my_nor n1(r1,a,a);
  my_nor n2(r2,b,b);
  my_nor n3(r3,a,b);
  my_nor n4(r4,r1,r2);
  my_nor n5(y,r4,r3);
endmodule
module mult(mult_out, sample, coeff);
input [7:0] sample, coeff;
output [15:0] mult_out;
integer i;
reg [15:0] mult_out;
always@(*) begin
mult_out = 0;
for (i = 0; i < 8; i = i + 1)
begin
	if (coeff[i])
		mult_out = mult_out + (sample<<i);
end
end
endmodule
module mult32(mult_out, x, coeff);
	input [31:0] x, coeff;
	output[31:0] mult_out;
	integer i;
	reg [31:0] mult_out, x_reg, c_reg;
	wire neg;
	always@(x or coeff) begin
		mult_out = coeff * x;
		$display ("x = %d, coeff = %d, mult_out = %d", x, coeff, mult_out);
	end
endmodule
module add32(out, a, b);
	input [31:0] a,b;
	output [31:0] out;
	reg[30:0] a_reg, b_reg, out_reg, out_reg1;
	reg neg1;
	wire neg;
	assign out = a;
endmodule
module split(out, in);
input in;
output [15:0] out;
assign out[15] = in;
assign out[14] = in;
assign out[13] = in;
assign out[12] = in;
assign out[11] = in;
assign out[10] = in;
assign out[9] = in;
assign out[8] = in;
assign out[7] = in;
assign out[6] = in;
assign out[5] = in;
assign out[4] = in;
assign out[3] = in;
assign out[2] = in;
assign out[1] = in;
assign out[0] = in;
endmodule
==> run notes <==
For the post-synthesis cell count from yosys, the log shows 430. The cell occurring most often along the worst timing path was ha_1. After detailed placement, the design holds a cell count of 552. The critical path's largest stage delay is 0.72 ns, and the count of buffers added by post-CTS timing repair for setup is 0. Per the run summary, max-cap violations total 0. The clock buffers instantiated in the layout total 0. Per the post-route antenna check, the number of violating nets is 0. Once detailed placement completed, the half-perimeter wirelength came to 6370 µm. The dominant delay contributor by cell family on the critical path is AND-OR/OR-AND gates. The normalized max-slew margin was 0.487. The logs give 58 for the count of different cell masters after synthesis and 7890 µm for the total detailed-routing wirelength. The type of the tightest min-delay check is in -> out. The transition time at the pin with the least slew margin came out at 0.768 ns. Initial antenna violation count: 0. The per-cell via count in the routed design was 5.44; the shortest clock period the worst path allows after layout was 19.95 ns. The logs give 0 for the number of cells upsized or downsized after cts and 0 for the quantity of hold-fixing buffers added after cts. Pin placement for this block handled 32 I/O pins. The tally of non-filler cells in the final layout is 552. The global-route total usage across every layer is 0.204. Dividing the detail-routed wire length by the instance count gives 14.3 µm. The number of port buffers works out to 32.

The final worst-path cycle share was 0.779. For the post-synth design cell area, the log shows 3100 µm². The via count of the first global-routing pass was 2739. The slowest stage cell on the critical path is clkdlybuf4s50_1. Setup violations remaining at the end of the flow were counted as 0. The critical path capture point type was a primary output. For the sequential share of the synthesized area, the log shows 0. The maximum fanout count along the critical path was 11; the sum of negative setup slack was 0 ns. Per the post-synthesis report, the number of cells in the design is 430.

The run gives 13500 µm for the wire length of the first global-routing pass. In the final layout, the multi-input gates occupy 2930 µm². With the number of max-slew violations in the final report at 0, the power density of the placed cells is 72.8 nW/µm². Before antenna repair, the detailed router went through 4 iterations. The layout has 739 filler cells.

A synthesized cell averages 7.21 µm². The run gives 193 as the violation tally from detailed-route iteration zero. In the synthesis report, Yosys lists the chip area as 3100 µm².

Per the OpenROAD floorplan log, the area of the die is 8100 µm². Looking at the setup timing report, the critical path kind is in -> out. Summing all flip-flop and latch instances after layout gives 0 µm². With the number of antenna diodes at 0, the signed area change from the synthesized netlist to the final layout is 13.5%.

The combined buffer and inverter count along the critical path came out at 5. Power comes to 0.000256 W. IR analysis of the VDD net gives a maximum drop of 0.0234 mV. The worst setup path is launched from an input port.

Setup repair after global routing left no endpoint under its margin. Recorded from the global router log, the overflow total was 0. The core outline area was 7370 µm². The global placer's final weighted congestion was 0.896; the vertical extent of the die was 90.0 µm.

Number of warnings issued by yosys: 1. Derived from the worst setup path, the maximum achievable clock frequency is 50.1 MHz. The script extracted a total leakage power of 1.61 nW. According to the timing report, the arrival time at the worst endpoint equals 14.83 ns. The tools report the number of design rule violations left after detail routing as 0. For reference, the final report shows the hold violation count at 0. The tool warning count for the run is 36. The final layout contains a sequential cell count of 0.

With the layout cell share with drive strength beyond 1 at 0.0419, the placement row count is 31. The logs give 23 for the maximum number of pins on one net before global-route repair and 0.421 for the initial standard-cell utilization of the core. For the data required time at the worst endpoint, the log shows 20.48 ns. The flow ran to the end, and the final reports show no timing, DRC or antenna violations. The tools report the total via count in the routed design as 3004.

According to the floorplan report, the die width is 90.0 µm.
==> placed cells by master, fill, tap and decap left out, drive strengths merged, types with 9 or more instances in the layout <==
cell type | synthesis | layout
o21ai | 32 | 32
nor2b | 9 | 9
nand2 | 34 | 34
inv | 31 | 31
xor2 | 10 | 10
ha | 58 | 58
o211ai | 9 | 9
a21o | 11 | 11
a31oi | 10 | 10
o21a | 11 | 11
mux2 | 11 | 11
nor2 | 35 | 35
clkdlybuf4s50 | 0 | 32
xnor2 | 22 | 22
a21oi | 32 | 32
==> worst min-delay path: stages <==
cell and delay, ns:
clkdlybuf4s50_1 0.58, and2_1 0.22, clkdlybuf4s50_1 0.39
==> routing by layer <==
| metal | global-route usage | vias up | share of wire |
|---|---|---|---|
| met5 | 0 | - | 0 |
| met4 | 0 | 0 | 0 |
| met1 | 0.344 | 1333 | 0.56 |
| li1 | - | 1631 | - |
| met2 | 0.309 | 40 | 0.41 |
| met3 | 0.00172 | 0 | 0.034 |
==> synthesized netlist by cell type, drive strengths merged (2+ instances only) <==
cell    instances  area (µm²)
xor2           10        87.6
nor2           35         131
mux2i           6        60.1
nand2b          5        31.3
a211oi          3        22.5
and3            5        31.3
clkbuf         11        41.3
o31a            4        35.0
inv            31         116
xnor2          22         193
a221o           2        20.0
o211ai          9        67.6
nor3b           2        15.0
o21bai          6        45.0
a21oi          32         160
o21a           11        82.6
or3             4        25.0
o21ai          32         160
nand2          34         128
and2            7        43.8
nand3b          2        15.0
ha             58         726
a21boi          3        22.5
o31ai           4        30.0
a31oi          10        62.6
a211o           2        17.5
a22o            3        26.3
fa              7         140
nor3            8        40.0
a32oi           2        17.5
nand3           8        40.0
nor2b           9        56.3
mux2           11         131
a21o           11        82.6
a31o            2        17.5
==> where the power goes <==
| group | internal (W) | total (W) | switching (W) | leakage [nW] |
|---|---|---|---|---|
| clock | 0 | 0 | 0 | 0 |
| sequential | 0 | 0 | 0 | 0 |
| combinational | 0.000129 | 0.000256 | 0.000127 | 1.61 |
| total | 0.000129 | 0.000256 | 0.000127 | 1.61 |
==> kinds of logic after synthesis <==
logic type | after synthesis | synth area share
buffers and inverters | 44 | 0.0545
adders and majority gates | 65 | 0.279
AOI/OAI and AO/OA | 148 | 0.322
xor gates and xnor gates | 32 | 0.0904
and+or+nand+nor | 124 | 0.192
muxes | 17 | 0.0618
==> final timing paths <==
kind	end	depth (start not counted)	from	slack, ns
min	mult_out[0]	3	coeff[0]	11.44
max	mult_out[14]	41	sample[1]	5.65
==> area by class of cell <==
class	instances	share of cell area
well taps	99	0.0352
repair buffers	35	0.0975
inverters	32	0.0342
multi-input cells	386	0.833
==> through the flow <==
step            util  setup WS, ns  cell area, µm²  hold WS, ns
2_1_floorplan      -          7.88            3100        10.32
3_3_place_gp   0.477          5.76            3520        11.47
3_5_place_dp   0.477          5.64            3520        11.47
4_1_cts        0.477          5.64            3520        11.46
5_1_grt        0.477          4.83            3520        11.52
6_report       0.477          5.65            3520        11.44
Power is estimated from default activity; no workload was simulated.
