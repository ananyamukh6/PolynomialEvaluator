--- design.v ---
`timescale 1ns/10ps
module binary_counter (out, en, clk, reset);
    parameter WIDTH = 4;
    output [WIDTH-1:0] out;
    input en;    
    input reset;
    input clk;
    reg [WIDTH-1:0] out;
    always @(posedge clk or negedge reset) begin
        if (~reset)
            out <= 0;
	else if (en)
            out <= out + 1;
    end    
endmodule
`timescale 1ns/10ps
module fifo (out_data, full, empty, in_data, r_en, w_en, r_clk, w_clk, reset);
    parameter DATA_WIDTH = 8;
    parameter CAPACITY = 8;
    parameter PTR_WIDTH = 3;
    output [DATA_WIDTH-1:0] out_data;
    output full;
    output empty;
    input [DATA_WIDTH-1:0] in_data;
    input r_en;
    input w_en;
    input r_clk;
    input w_clk;
    input reset;
    reg [DATA_WIDTH-1:0] out_data;
    reg r_next_en;
    reg w_next_en;
    reg [PTR_WIDTH-1:0] ptr_diff;
    reg signed[DATA_WIDTH-1:0] memory[CAPACITY-1:0];
    wire [PTR_WIDTH-1:0] r_ptr;
    wire [PTR_WIDTH-1:0] w_ptr;
    assign full = (ptr_diff == (CAPACITY-1));
    assign empty = (ptr_diff == 0);
    always @(posedge w_clk) begin 
        if (w_en && (!full)) begin
            memory[w_ptr] <= in_data; 
	end
    end
    always @(posedge r_clk or negedge reset) begin
	if (~reset)
            out_data <= 0;
	else if (r_en) begin
	    out_data <= memory[r_ptr]; 
        memory[r_ptr] <= 'bx;
	end
	else 
	    out_data <= 0;
    end
    always @(*) begin
	if (w_ptr > r_ptr)
	    ptr_diff <= w_ptr - r_ptr;
	else if (w_ptr < r_ptr)
	    ptr_diff <= (CAPACITY - r_ptr) + w_ptr;
	else 
	    ptr_diff <= 0;
    end
    always @(*) begin
	if (r_en && (!empty))
	    r_next_en <= 1;
	else 
	    r_next_en <= 0;
    end
    always @(*) begin
        if (w_en && (!full))
	    w_next_en <= 1;
	else 
	    w_next_en <= 0;
    end
    binary_counter #(.WIDTH(PTR_WIDTH)) rbc(r_ptr, r_next_en, r_clk, reset);
    binary_counter #(.WIDTH(PTR_WIDTH)) wbc(w_ptr, w_next_en, w_clk, reset);
endmodule
--- run.sh ---
#!/bin/bash
# OpenROAD 26Q1-2900-gdf79404cd8, Yosys 0.63+post, stock flow scripts
make -C /OpenROAD-flow-scripts/flow DESIGN_CONFIG=/design/flow/config.mk WORK_HOME=/design/flow/orfs finish
--- config.mk ---
export PLATFORM = sky130hd
export DESIGN_NAME = fifo
export DESIGN_NICKNAME = fifo
export VERILOG_FILES = /design/flow/design.v
export SDC_FILE = /design/flow/constraint.sdc
export NUM_CORES = 4
export LEC_CHECK = 1
export CORE_AREA = 10 10 70 70
export DIE_AREA = 0 0 80 80
--- constraint.sdc ---
current_design fifo

set clk_period 2.6
set clk_io_pct 0.2

create_clock -name clk0 -period $clk_period [get_ports {r_clk}]
create_clock -name clk1 -period $clk_period [get_ports {w_clk}]

set non_clock_inputs [all_inputs -no_clocks]
set_input_delay [expr $clk_period * $clk_io_pct] -clock clk0 $non_clock_inputs
set_output_delay [expr $clk_period * $clk_io_pct] -clock clk0 [all_outputs]
==> notes.md <==
Results of the full flow below.

Status:
- The flow ran to the end, and the final reports show no timing, DRC or antenna violations.

GRT:
- The run gives the number of antenna violations at the first check in global routing as 0.
- The run gives the first-pass GRT wire length as 1700 µm.
- Entering global routing, the biggest net connects 7 pins.
- The via count of the first global-routing pass was 417.
- The run puts the total overflow reported by the global router at 0.
- The run puts the global-route usage over all layers at 3.17%.

Logic synthesis:
- The main area contributors are sky130_fd_sc_hd__dfrtp_1 (30%), sky130_fd_sc_hd__ha_1 (12%), sky130_fd_sc_hd__buf_4 (12%).
- The run gives the tally of unique sky130hd cells used after synthesis as 23.
- After synthesis, the chip area reported by Yosys is 508 µm².
- The run gives the number of enable flip-flop cells as 0.
- For this run, the leading register cell type out of synthesis is sky130_fd_sc_hd__dfrtp_1.
- After synthesis, the design contains 47 cells according to Yosys.
- The commonest cells after synthesis are sky130_fd_sc_hd__buf_4 (8), sky130_fd_sc_hd__dfrtp_1 (6), sky130_fd_sc_hd__ha_1 (5), sky130_fd_sc_hd__inv_1 (4), sky130_fd_sc_hd__xnor2_1 (3).
- The run puts the flop and latch count out of synthesis at 6.
- The run puts the fraction of registers with async set/reset at 100%.
- The run gives the cell taking the most area after synthesis as sky130_fd_sc_hd__dfrtp_1.
- Per the post-synthesis stats, the area per cell is 10.8 µm².
- The run puts the count of warnings emitted by yosys at 131.
- The synthesized design devotes to its leading area cell type 29.6% of total area.
- The run puts the fraction of the yosys area taken by sequential cells at 29.6%.
- For this run the top cell type by instance count after synthesis was sky130_fd_sc_hd__buf_4.
- Before any placement, the netlist area is recorded as 508 µm².
- The run gives the synthesized netlist cell count as 47.

Critical path:
- Per STA, the worst path is made up of inv_1, ha_2, fa_2, buf_4, nand2_1, o22ai_2, dlygate4sd2_1.
- The run puts the buffers plus inverters on the worst setup path at 3.
- Max fanout on the critical path was recorded as 3.
- The run puts the arrival time at the worst endpoint at 1.93 ns.
- The run gives the length in cells of the worst reg-to-reg path as 8.
- Per STA, the startpoint of the critical path is wbc.out[0].
- The critical path is of the register to output port type.
- The worst setup path is launched from a register.
- The run gives the launching point of the worst reg2reg path as wbc.out[0].
- The run gives the library cell contributing the largest single delay on the critical path as sky130_fd_sc_hd__fa_2.
- STA classifies the critical path endpoint as an output port.
- The run puts the largest incremental delay on the critical path at 0.46 ns.
- The run gives the setup slack of the worst register-to-register path as 0.43 ns.
- At the worst endpoint, the required time is 2.08 ns.
- Per the OpenROAD timing report, the critical path contains 7 cells.
- The cell family contributing the most delay on the critical path is adder cells.

Placement:
- The run gives the global placer's final weighted congestion as 0.820.
- During placement, the flow inserted port buffers numbering 5.
- The run puts the half-perimeter wire length after detailed placement at 834 µm.

Min path:
- For the worst min-delay path, the startpoint reported by OpenROAD is wbc.out[2].
- The run puts the worst hold path cell count at 1.
- According to the hold report, the worst path is of the register to register type.

Cells and area:
- The run gives the ratio of cells with drive above 1 in the final layout as 29.7%.
- The run gives the total of fill cells in the finished design as 382.
- The run gives the synthesis-to-layout area growth as 35.7%.
- The run puts the sequential cell area at 150 µm².
- The run puts the footprint of the multi-input gates at 325 µm².

Clock network:
- The timing report gives the clock slew at the launch and capture registers of the worst setup and hold paths as 0.04 ns.
- CTS saw 6 sinks.
- In this run, post-CTS hold repair placed 0 buffers.
- TritonCTS built the clock tree.

Die:
- 23 I/O pins were placed.
- The run puts the floorplan die area at 6400 µm².
- The run gives the number of cell rows as 21.
- The run gives the die boundary height as 80 µm.
- Once the floorplan was initialized, standard cells occupied 14.9% of the core.
- The run gives the total core area as 3420 µm².
- The run puts the die boundary width at 80 µm.

Detailed routing:
- The run gives the number of design rule violations left after detail routing as 0.
- The run gives the post-detailed-route count of antenna-violating nets as 0.
- The final antenna diode tally reported by the flow is 0.
- For this block, the initial DRC count from the detailed router was 1.
- The run puts the routed length per instance at 9.59 µm.
- The run puts the per-cell via count in the routed design at 3.55.
- The run gives the post-detailed-routing wire length as 1060 µm.
- The run puts the detailed-router iteration count before antenna repair at 4.
- Per the detail_route report, the via count comes to 391.
- The run gives the met1 routed wirelength after detailed routing as 491 µm.
- The run puts the sum of met2 wire segment lengths after detailed routing at 523 µm.
- The run gives the met3 wirelength from detailed routing as 41 µm.
- The run gives the highest metal layer with signal wires as met3.

Pwr:
- For this design the static power due to leakage is 0.000316 µW.
- The run puts the share of total power in the clock network at 13.3%.
- Per the OpenROAD power report, switching power amounts to 483 µW.
- The run gives the power density over the cells as 1750 nW/µm².
- Combinational logic is responsible for 71.0% of the overall power.
- The run gives the part of the total power dissipated in sequential elements as 15.7%.
- The run puts the internal power component at 720 µW.
- Net switching is 40.1% of the power.
- IR analysis of the VDD net gives a maximum drop of 0.000748 V.

STA:
- Per the final timing report, the hold violations number 0.
- The final timing report lists a max-slew violation count of 0.
- The clock arrives with 0.00118 ns of skew.
- Setup repair after global routing left no endpoint under its margin.
- The run gives the final worst hold slack as 0.486 ns.
- The run gives the sum of negative setup slack as 0 ns.
- The run puts the setup-violating endpoint count in the final report at 0.

Run:
- The run puts the tool warning count at 34.
- The run gives the reported max-cap violation count as 0.
-- metal layers --
layer | GRT usage [%] | vias up
li1 | - | 190
met2 | 5.14 | 11
met4 | 1.41 | 0
met1 | 3.71 | 190
met3 | 1.02 | 0
met5 | 0 | -
-- kinds of logic (layout without fill, tap and decap cells) --
logic type,count (synthesis),in the layout,share of synthesized area [%]
AND-OR/OR-AND,8,8,14.5
XOR/XNOR,5,5,8.62
adder cells (fa/ha/maj),6,6,16.3
buffers and inverters,12,22,14.8
flip-flops,6,6,29.6
multiplexers,2,2,5.17
other,1,8,0.738
AND/OR/NAND/NOR,7,7,10.3
-- placed cells by master (no fill, tap or decap), types with 2 or more instances in the layout --
cell type and instances:
sky130_fd_sc_hd__conb_1 8, sky130_fd_sc_hd__clkbuf_4 6, sky130_fd_sc_hd__dfrtp_1 6, sky130_fd_sc_hd__buf_4 5, sky130_fd_sc_hd__inv_1 4, sky130_fd_sc_hd__ha_1 4
sky130_fd_sc_hd__xnor2_1 3, sky130_fd_sc_hd__clkdlybuf4s50_1 3, sky130_fd_sc_hd__xor2_1 2, sky130_fd_sc_hd__o2111ai_1 2, sky130_fd_sc_hd__clkbuf_1 2
-- registers in the layout, summed over array words and instances, names as in the netlist --
signal	flops
rbc.out	3
wbc.out	3
-- cell type report --
type,instances,share of cell area (%)
repair buffers,10,12.9
clock buffers,8,7.62
inverters,4,2.18
well taps,46,8.35
multi-input cells,36,47.2
flip-flops and latches,6,21.8
-- per-stage QoR --
stage | area (µm²) | instances | worst slack, ns | total power (µW) | util [%]
floorplan | 534 | 54 | 0.671 | 672 | -
global placement | 597 | 99 | 0.0883 | 908 | 17.5
detailed placement | 597 | 99 | 0.0918 | 939 | 17.5
CTS | 679 | 109 | 0.0154 | 1190 | 19.9
global route | 689 | 110 | 0.0551 | 1310 | 20.2
finish | 689 | 110 | 0.147 | 1200 | 20.2
-- what timing repair did --
action,CTS,global route
hold endpoints to repair,0,0
endpoints found under the setup margin,2,1
gates resized,5,1
pin swaps,1,1
buffers inserted,2,1
-- final timing paths --
| path | endpoint |
|---|---|
| min in group clk0 | rbc.out[0] |
| min | wbc.out[2] |
| max reg2reg | rbc.out[1] |
| max | empty |
| max in group clk1 | wbc.out[1] |
| min reg2reg | wbc.out[2] |
| max in group asynchronous | rbc.out[0] |
| min in group asynchronous | wbc.out[2] |
-- power by group through the flow --
stage / registers (µW) / logic (µW) / clock network, µW
finish: 189 / 854 / 160
global route: 195 / 935 / 181
CTS: 189 / 834 / 170
Power figures rest on the tool's default switching activity, not on a simulated workload.
